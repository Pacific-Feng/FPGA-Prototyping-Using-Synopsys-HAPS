==> flow/design.v <==
module CONV_TMR(
    clk, accumulate,
    _idata, kernel, bias, 
    cdata_wr0
) ;
input clk, accumulate ;
input signed [19:0] _idata, kernel, bias ;
output signed [19:0] cdata_wr0 ;
wire signed [19:0] _cdata_wr0 ;
wire signed [39:0] __cdata_wr0, M ;
reg signed [39:0] convolution ;
assign __cdata_wr0 = convolution + {bias[19], bias[19], bias[19], bias[19], bias, 16'b0} ;
assign _cdata_wr0 = __cdata_wr0[35:16] + {19'b0, __cdata_wr0[15]} ;
assign cdata_wr0 = (_cdata_wr0[19]) ? 0 : _cdata_wr0 ;          
Multiplier20 M0(.A(_idata), .B(kernel), .M(M)) ;
always @(posedge clk) begin                  
	if (accumulate)
		convolution <= convolution + M ;
	else 
		convolution <= 0 ;
end
endmodule 
module Multiplier20(A, B, M) ; 
input signed [19:0] A, B ;
output signed [39:0] M ;
assign M = A * B ;
endmodule 
==> flow/run.sh <==
#!/bin/bash
# OpenROAD 26Q1-2900-gdf79404cd8, Yosys 0.63+post, stock flow scripts
make -C /OpenROAD-flow-scripts/flow DESIGN_CONFIG=/design/flow/config.mk WORK_HOME=/design/flow/orfs finish
==> flow/config.mk <==
export PLATFORM = sky130hd
export DESIGN_NAME = CONV_TMR
export DESIGN_NICKNAME = CONV_TMR
export VERILOG_FILES = /design/flow/design.v
export SDC_FILE = /design/flow/constraint.sdc
export NUM_CORES = 4
export LEC_CHECK = 1
export CORE_UTILIZATION = 50
==> flow/constraint.sdc <==
current_design CONV_TMR

set clk_period 19.0
set clk_io_pct 0.2

create_clock -name clk0 -period $clk_period [get_ports {clk}]

set non_clock_inputs [all_inputs -no_clocks]
set_input_delay [expr $clk_period * $clk_io_pct] -clock clk0 $non_clock_inputs
set_output_delay [expr $clk_period * $clk_io_pct] -clock clk0 [all_outputs]
==> PnR_summary.wiki <==
== Implementation results ==
{| class="wikitable"
! Metric !! Value
|-
| Kind of critical path || input port to output port
|-
| Placeable Area || 0.0355 sq mm
|-
| Number of library cell types mapped by synthesis || 61
|-
| Run status || finished, final reports clean
|-
| Signed area change from the synthesized netlist to the final layout || 8.06%
|-
| Source-to-sink clock delay at the later pin of the worst-skew pair || 280 ps
|-
| Critical Path Start Type || input port
|-
| Synthesized area || 0.0180 sq mm
|-
| Setup repair after global routing missed its margin || no
|-
| Number of gates given a new drive strength after cts || 0
|-
| Global router's overall resource usage || 24.8%
|-
| Number of cells in the yosys synthesis report || 2036
|-
| Post-synth seq share || 4.01%
|-
| Die ar. || 0.0367 sq mm
|-
| Count of port buffers added during placement || 80
|-
| Number of buffers on the longest clock path || 2
|-
| Number of hold violations in the final report || 0
|-
| Setup fix buffers added after clock tree synthesis || 0
|-
| TritonCTS buffer count || 5
|-
| Largest register by flop count || convolution
|-
| CP Capture Point || cdata_wr0[18]
|-
| Share of the cycle needed by the critical path after routing || 61.3%
|-
| Detailed placement HPWL || 32800 microns
|-
| CTS tree || yes
|-
| Setup clock skew after layout || 8.50 ps
|-
| Number of standard cells in the layout, taps in and fillers out || 2536
|-
| Setup Total Neg Slack || 0 ps
|-
| Endpoint type of the worst setup path || output port
|-
| Average wire length per cell after detail routing || 15.4 microns
|-
| Mean Syn Cell Area || 8.83 sq um
|-
| Worst-Margin Slew || 863 ps
|-
| Ratio of cells with drive above 1 in the final layout || 3.04%
|-
| Data arrival time of the worst path || 7850 ps
|-
| Routability cong. || 0.930
|-
| Final max-slew violation count || 0
|-
| # fillers || 3247
|-
| Main area contributors || fa_1 (47%), inv_1 (12%), ha_1 (9.7%), and2_1 (6.6%), nand2_1 (4.5%)
|-
| Dominant register cell || dfxtp_1
|-
| Worst Reg-to-Reg Cells || 24
|-
| CTS Hold Buffers Added || 0
|-
| Launch point of the worst path || bias[0]
|-
| Top post-synthesis cells by count || inv_1 (579), fa_1 (424), nand2_1 (217), and2_1 (190), ha_1 (140)
|-
| Biggest regs || convolution: 36 flops
|-
| Total instance count after detailed placement || 2528
|-
| Largest fanout of any net on the critical path || 16
|-
| Standard-cell row count || 69
|-
| H-tree level count || 2
|-
| Final tally of setup violations || 0
|-
| Initial antenna violation count || 0
|-
| Die boundary width || 192 microns
|-
| Drt drc || 0
|-
| Minimum period implied by the final worst setup slack || 11650 ps
|-
| Total of flip-flops plus latches after synthesis || 36
|-
| Post-synth tally of flip-flops with integrated enable || 0
|-
| Drt pass-1 iters || 22
|-
| ANT cells || 0
|-
| Most frequently used cell type in the post-synthesis netlist || inv_1
|-
| RR Startpoint || convolution[17]$_SDFF_PN0_
|-
| Clock-pin slew reported for the worst setup and hold paths after clock tree synthesis || 50 ps
|-
| Post-synthesis chip area from yosys || 0.0180 sq mm
|-
| Number of clock sinks || 36
|-
| Worst reg2reg endpoint || convolution[35]$_SDFF_PN0_
|-
| Cell accounting for the most synthesized area || fa_1
|-
| Dominant cell area share || 47.2%
|-
| Gate count after technology mapping || 2036
|-
| Total overflow reported by the global router || 0
|-
| Largest net degree at the start of global routing || 30
|-
| Initial Util || 50.7%
|-
| Routed via count divided by cell count || 4.98
|-
| Max-slew headroom at the worst pin || 42.3%
|-
| Number of violations reported at the end of detailed-routing iteration 0 || 425
|-
| First-pass GRT wire length || 65500 microns
|-
| Tally of OpenROAD warnings || 27
|-
| Die Height || 192 microns
|-
| Hold/Removal Path Class || flop to flop
|-
| Final routed wirelength across all metal layers || 39000 microns
|-
| Maximum capacitance violations || 0
|-
| Master cell of the clock root buffer || clkbuf_16
|-
| Share of synthesized registers carrying an async set or reset || 0%
|-
| Antenna Violating Nets Remaining || 0
|-
| Yosys synthesis warning count || 1
|-
| Reg-to-reg slack, setup || 12170 ps
|-
| Data required, critical path || 15200 ps
|-
| Flip-flop count of the largest register after layout || 36
|-
| Highest Clock Rate || 85.8 MHz
|-
| Number of global-route vias before repair || 13137
|-
| Post-layout instance area || 0.0194 sq mm
|-
| Top-level port count || 82
|-
| Placed standard-cell area || 0.0193 sq mm
|-
| Via count || 12638
|}
==> critical path, cell delays in order <==
cell and delay (ps):
clkdlybuf4s50_1 400, ha_1 240, fa_1 410, a21oi_1 300, o21ai_2 130, a2111o_1 490, a31oi_2 200, xnor2_1 210
nand4b_2 180, nor3_4 240, nand4_2 140, xnor2_2 560, nor2_1 120, clkdlybuf4s50_1 430
==> metal layers <==
layer  vias to the layer above  routed length, microns  global-route usage (%)
met2                       271                   20900                    42.6
met5                         -                       0                       0
met4                         0                     816                    4.30
met1                      6389                   15500                    35.2
met3                        43                    1740                    4.48
li1                       5935                       -                       -
==> final cells by class <==
cell class	instances	area [sq um]	area share, %
Multi-Input combinational cell	1337	14700	75.9
Sequential cell	36	721	3.71
Clock inverter	3	18.8	0.0966
Clock buffer	5	125	0.644
Timing Repair Buffer	115	1060	5.48
Tap cell	461	577	2.97
Inverter	579	2170	11.2
==> placed cells by master, fill, tap and decap left out, types with 19 or more instances in the layout <==
cell and count:
a21oi_1 42, buf_4 35, fa_1 424, dfxtp_1 36, and2_1 190, clkdlybuf4s50_1 80, nand2_1 217, xor2_1 27
a21o_1 28, ha_1 140, xnor2_1 55, nor2b_1 19, nor2_1 61, inv_1 579
==> stage by stage <==
stage          util [%]  setup slack (ps)  hold slack (ps)
3_5_place_dp       54.3              7280              555
4_1_cts            54.7              7290              567
3_3_place_gp       54.3              7360              545
6_report           54.7              7350              564
2_1_floorplan         -              8230              535
5_1_grt            54.7              6950              597
==> how the worst min path moves through the flow <==
| stage | start | endpoint | slack (ps) | depth (start not counted) |
|---|---|---|---|---|
| CTS | convolution[0]$_SDFF_PN0_ | convolution[0]$_SDFF_PN0_ | 570 | 2 |
| global route | convolution[0]$_SDFF_PN0_ | convolution[0]$_SDFF_PN0_ | 600 | 2 |
| finish | convolution[0]$_SDFF_PN0_ | convolution[0]$_SDFF_PN0_ | 560 | 2 |
==> cell families (layout without fill, tap and decap cells) <==
family / after synthesis / after routing / share of synthesized area, %
compound gates: 144 / 144 / 5.70
xor+xnor: 83 / 83 / 4.09
fa+ha+maj: 564 / 564 / 57.0
buf+inv: 663 / 702 / 14.0
flops: 36 / 36 / 4.01
mux: 1 / 1 / 0.0557
other cells: 1 / 1 / 0.0209
simple gates: 544 / 544 / 15.2
