==> ./config.mk <==
export PLATFORM = sky130hd
export DESIGN_NAME = Layer1
export DESIGN_NICKNAME = Layer1
export VERILOG_FILES = /design/flow/design.v
export SDC_FILE = /design/flow/constraint.sdc
export NUM_CORES = 4
export LEC_CHECK = 1
export CORE_UTILIZATION = 30
==> ./constraint.sdc <==
current_design Layer1

set clk_period 9.4
set clk_io_pct 0.2

create_clock -name clk0 -period $clk_period [get_ports {clk}]

set non_clock_inputs [all_inputs -no_clocks]
set_input_delay [expr $clk_period * $clk_io_pct] -clock clk0 $non_clock_inputs
set_output_delay [expr $clk_period * $clk_io_pct] -clock clk0 [all_outputs]
==> ./design.v <==
module Layer1(clk, reset, finish, crd, cwr, csel, caddr_rd, cdata_rd, caddr_wr, cdata_wr, Finish);
input clk, reset, finish;
input [19:0] cdata_rd;
output reg crd, cwr;
output reg [2:0]  csel;
output reg [11:0] caddr_rd, caddr_wr;
output reg [19:0] cdata_wr;
output Finish;
reg [11:0] addr;
reg [2:0] cs, ns;
reg [2:0] countS1;
reg [5:0] countS2;
reg count_ker, enS1, enS2;
wire switch, count_en;
parameter S0=3'b000, S1=3'b001, S2=3'b010, S3=3'b011, S4=3'b100;
always @ (posedge clk or posedge reset)
	if (reset)
		countS1 <= 3'd0;
	else if(countS1==4 || cs ==4)
		countS1 <= 3'd0;
	else if(enS1&&ns==1)	
		countS1 <= countS1 + 3'd1;
	else
		countS1 <= countS1;
always @ (*)
	case(countS1)
	3'b000: addr <= 1;
	3'b001: addr <= 63;
	3'b010: addr <= 1;
	3'b011: addr <= -63;
	default: addr <= 0;
	endcase
always @ (posedge clk or posedge reset)
	if (reset)
		countS2 <= 6'd0;
	else if (cs==4)
		countS2 <= 6'd0;
	else if(enS2)	
		countS2 <= countS2 + 6'd1;
	else
		countS2 <= countS2;
always @ (posedge clk or posedge reset)
	if(reset)
		caddr_rd <= -1;
	else if(count_en)
		caddr_rd <= (countS2==63) ? (caddr_rd + 1) : (caddr_rd + addr);
	else
		caddr_rd <= caddr_rd;
always @ (posedge clk or posedge reset) 
	if(reset) 
		cs <= S0 ;
	else 
		cs <= ns ;
always @ (*)
	case(cs)
		S0:begin
			csel <= 3'b000;
			crd <= 1'b0;
			cwr <= 1'b0;
			enS1 <= 1'b0;
			enS2 <= 1'b0;
			end
		S1:begin
			csel <= (~count_ker) ? 3'b010 : 3'b001;
			crd <= 1'b1;
			cwr <= 1'b0;
			enS1 <= 1'b1;
			enS2 <= 1'b0;
			end
		S2:begin
			csel <= (~count_ker) ? 3'b100 : 3'b011;
			crd <= 1'b0;
			cwr <= 1'b1;
			enS1 <= 1'b1;
			enS2 <= 1'b1;
			end
		S3:begin
			csel <= 3'b000;
			crd <= 1'b0;
			cwr <= 1'b0;
			enS1 <= 1'b1;
			enS2 <= 1'b1;
			end
		S4:begin
			csel <= 3'b000;
			crd <= 1'b0;
			cwr <= 1'b0;
			enS1 <= 1'b0;
			enS2 <= 1'b0;
			end
		default:begin
			csel <= 3'b000;
			enS1 <= 1'b1;
			enS2 <= 1'b0;
			crd <= 1'b0;
			cwr <= 1'b0;
			end
	endcase
always @ (posedge clk or posedge reset)
	if(reset)
		cdata_wr <= 20'd0;
	else if (cs ==3 || cs ==4)
		cdata_wr <= 20'd0;
	else if (enS1 || enS2)
		cdata_wr <= (cdata_rd > cdata_wr) ? cdata_rd : cdata_wr;
	else 
		cdata_wr <= 20'd0;
always @ (*) 
	if (reset) 
		ns <= S0 ;
	else begin
		case (cs) 
			S0: ns <= (finish) ? S1 : S0;
			S1: ns <= (countS1==3) ? S2 : S1;
			S2: ns <= (switch) ? S4 : S3;
			S3: ns <= S1;
			S4: ns <= (count_ker) ? S0 : S1;
			default: ns <= S0;
		endcase 
	end 
always @ (posedge clk or posedge reset)
	if(reset)
		caddr_wr <= 12'd0;
	else if(switch && ns==4)
		caddr_wr <= 12'd0;
	else if(cwr)
		caddr_wr <= caddr_wr + 1;
	else
		caddr_wr <= caddr_wr;
always @ (posedge clk or posedge reset)
	if(reset)
		count_ker <= 1;
	else if(switch && cs==3)
		count_ker <= count_ker + 1;
	else
		count_ker <= count_ker;
assign count_en = (ns==1) ? 1'b1 : 1'b0;
assign switch = &(caddr_wr[9:0]);
assign Finish = (cs==S4) && (ns==S0);
endmodule
==> ./run.sh <==
#!/bin/bash
# OpenROAD 26Q1-2900-gdf79404cd8, Yosys 0.63+post, stock flow scripts
make -C /OpenROAD-flow-scripts/flow DESIGN_CONFIG=/design/flow/config.mk WORK_HOME=/design/flow/orfs finish
==> results_slide.txt <==
Synthesis and Place & Route Summary

Min path
  • Hold path endpoint: caddr_rd[8]
  • Worst min-delay path category: reg2reg
  • Hold_sp: caddr_rd[8]
  • WHS Path Cells: 2

Routing
  • Via Count: roughly 2900
  • Routed wire length: between 7000 and 8000 µm
  • Initial DRT Pass Iterations: 8
  • Initial DRC count: 134
  • ANT cells: 0
  • DRC: 0
  • Drt via density: 4.92
  • WL/cell: 13.4 µm
  • Routed Antenna Nets: 0

Synth
  • Cell variety after synth: 56
  • Cell Area, Synth: ~3700 µm²
  • Cell count listed in synth_stat.txt: 368
  • Leading area contributor after synthesis: dfrtp_1
  • Ys flop type: dfrtp_1
  • Syn avg cell area: 9.94 µm²
  • Top-area cell share: 30.8%
  • Async SR Flop Fraction: 100%
  • FF+latch count, synth: 59
  • Top cells, area: dfrtp_1, ha_1, dfstp_2
  • Post-synth seq share: around two fifths
  • Synth Instances: 368
  • Chip Area, Yosys: 3660 µm²
  • Yosys Warn Count: 1
  • Post-synth EDFFs: 0

STA
  • RSZ-0062 raised after global routing: false
  • Max_slew headroom: 47.9%
  • Final hold violations: 0
  • Hold_ws: 0.471 ns
  • Final worst-path cycle share: approximately 60%
  • Peak Freq: about 180 MHz
  • Worst-Margin Slew: 0.782 ns
  • Setup_tns: 0 ns
  • Endpoints failing setup: 0
  • Worst clock skew: 0.00350 ns
  • Final slew viol count: 0
  • Minimum clock period: 5.61 ns

Setup path
  • Critical Path RT: between 7 and 8 ns
  • Slowest cell on crit path: clkdlybuf4s50_1
  • Cells along the critical path: clkdlybuf4s50_1 -> inv_2 -> nand2_1 -> nand2_1 -> nor3_1 -> clkdlybuf4s50_1
  • Critical Path End Type: output port
  • Cell count of the worst reg-to-reg path: 13
  • CP arrival: around 3.7 ns
  • R2R Path End: caddr_rd[10]
  • R2R Path Start: countS1[0]
  • Slowest Stage Delay on Critical Path: 0.64 ns
  • Crit Path Class: in2out
  • CP Max Fanout: 12
  • Internal reg-to-reg setup slack: between 6 and 7 ns
  • Worst Setup Start Kind: input pin

Placed design
  • Placed instance count: 575
  • Gp weighted congestion: 0.812
  • IO Port Bufs: 72
  • DP Wirelength: around 5500 µm

Clocking
  • Worst-Skew Late Latency: ~0.33 ns
  • Root Buffer Master: clkbuf_16
  • H-tree depth: 3
  • CTS tree: done
  • Setup Fix Bufs, Post-CTS: 0
  • Post-CTS Hold Fix Bufs: 0
  • Deepest clock path buffer count: 2
  • CTS resizes: 0
  • Reg clk slew, reported paths: approximately 0.050 ns
  • CTS Sinks: 59
  • Cts bufs inserted: 9

Run status
  • Status: finished clean

Floorplan
  • Row count: 39
  • Boundary pin count: between 70 and 80
  • Core ar.: 11700 µm²
  • Floorplan Utilization: 31.4%
  • Die width: 112 µm
  • Die Ht: 112 µm
  • Die area: 12600 µm²

Final layout
  • Top Layout Cells: clkdlybuf4s50_1, dfrtp_1, ha_1
  • Layout cells sized above 1: 10.5%
  • Non-Filler Instances: 591
  • Top cell excl fill/tap: clkdlybuf4s50_1
  • Area added between synthesis and finish: 32.2%
  • FILL cells: 1085

Power and ir drop
  • Peak VDD IR: 0.119 mV
  • Psw: 0.323 mW
  • Pwr/cell area: 218 nW/µm²
  • Switching share of power: ~30%
  • Internal: 0.731 mW
  • Leak Pwr: 2.01 nW
  • Sequential share of power: 33.7%
  • Gate power share: 32.0%
  • Clk pwr share: 34.2%

Global route
  • Largest net degree at the start of global routing: approximately 50
  • First-pass GRT wire length: between 10000 and 15000 µm
  • Global route overflow: 0
  • Initial antenna violation count: 0
  • Gr usage total: 13.4%
  • Vias in the first global route: 2737

Run
  • Max Cap Viol: 0
  • Tool Warnings: 29
how the worst max path moves through the flow:
| stage | start | to | cells past startpoint |
|---|---|---|---|
| 4_1_cts | reset | Finish | 6 |
| 5_1_grt | reset | Finish | 6 |
| 6_report | reset | Finish | 6 |
synthesized netlist by cell type (2+ instances only):
| master | count |
|---|---|
| a211oi_1 | 6 |
| a21boi_0 | 2 |
| a21o_1 | 4 |
| a21oi_1 | 19 |
| a22o_1 | 19 |
| a31oi_1 | 2 |
| and2_1 | 2 |
| and3_1 | 6 |
| and4_1 | 2 |
| clkbuf_1 | 6 |
| dfrtp_1 | 45 |
| dfstp_2 | 14 |
| ha_1 | 39 |
| inv_1 | 30 |
| mux2_2 | 3 |
| nand2_1 | 30 |
| nand2b_1 | 3 |
| nand3_1 | 9 |
| nand4_1 | 7 |
| nor2_1 | 31 |
| nor2b_1 | 3 |
| nor3_1 | 5 |
| nor3b_1 | 2 |
| nor4b_1 | 2 |
| o2111ai_1 | 2 |
| o21a_1 | 3 |
| o21ai_0 | 18 |
| o21ai_1 | 2 |
| o21bai_1 | 2 |
| or3_1 | 2 |
| xnor2_1 | 10 |
| xor2_1 | 14 |
power groups by stage:
stage	Combinational, mW	Clock, mW	Sequential (mW)
CTS	0.342	0.371	0.357
global route	0.389	0.381	0.364
finish	0.338	0.361	0.356
metrics by stage:
step | power [mW] | instance area, µm² | setup WS [ns] | utilization [%]
detailed placement | 0.701 | 4510 | 3.82 | 38.7
finish | 1.05 | 4830 | 3.79 | 41.4
floorplan | 0.577 | 3660 | 3.89 | -
global placement | 0.695 | 4510 | 3.83 | 38.7
global route | 1.13 | 4830 | 3.68 | 41.4
CTS | 1.07 | 4830 | 3.78 | 41.4
cells by family after synthesis:
group	after synthesis	synth area share, %
buffers and inverters	40	4.72
AND-OR/OR-AND	89	17.6
XOR/XNOR	24	5.75
flip-flops	59	40.8
multiplexers	4	1.20
adder cells (fa/ha/maj)	40	13.9
AND/OR/NAND/NOR	112	16.0
critical path, delay by kind of cell:
family / cells / cell delay [ns]
AND/OR/NAND/NOR: 3 / 0.51
buffers and inverters: 3 / 1.35
metal layers:
| layer | up-vias | GRT usage [%] | routed length, µm |
|---|---|---|---|
| li1 | 1467 | - | - |
| met1 | 1359 | 20.7 | 3980 |
| met2 | 75 | 19.5 | 3360 |
| met3 | 9 | 3.69 | 445 |
| met4 | 0 | 1.60 | 101 |
| met5 | - | 0 | 0 |
layout make-up:
cell class | count | area (µm²) | area share [%]
Tap cell | 143 | 179 | 3.70
Inverter | 31 | 116 | 2.41
Clock inverter | 7 | 100 | 2.07
Timing Repair Buffer | 73 | 728 | 15.1
Clock buffer | 9 | 225 | 4.66
Multi-Input combinational cell | 269 | 1990 | 41.2
Sequential cell | 59 | 1490 | 30.9
flip-flops by register name (all words and copies together), names as in the netlist:
signal / cells
caddr_rd: 12
cs: 5
cdata_wr: 20
countS2: 6
caddr_wr: 12
count_ker: 1
countS1: 3
Power figures rest on the tool's default switching activity, not on a simulated workload.
