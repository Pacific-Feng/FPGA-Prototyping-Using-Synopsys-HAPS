[./design.v]
module Layer2(clk, reset, Finish1, 
    crd2, cwr2, csel2, 
    caddr_rd2, cdata_rd, 
    caddr_wr2, cdata_wr2, 
    Finish2
);
input clk, reset, Finish1 ; 
input [19:0] cdata_rd ;
output Finish2, crd2, cwr2 ;
output reg [2:0] csel2 ;
output reg [11:0] caddr_wr2, caddr_rd2 ;
output reg [19:0] cdata_wr2 ;
reg [2:0] cs, ns ;
always @(posedge clk or posedge reset) begin
    if(reset)
        cs <= 0 ;
    else 
        cs <= ns ;
end
always @(*) begin
    case (cs)
        3'd0 : ns <= {2'b0, Finish1} ;
        3'd1 : ns <= 3'd2 ;
        3'd2 : ns <= 3'd3 ;
        3'd3 : ns <= 3'd4 ;
        3'd4 : ns <= {&caddr_wr2[10:0], 2'b01} ; 
        default : ns <= 0 ;
    endcase
end 
assign crd2 = (cs==1) | (cs==3) ;
assign cwr2 = (cs==2) | (cs==4) ;
assign caddr_wr2_en = (cs==2) | (cs==4) ;
assign Finish2 = (cs==5) ;
always @(*) begin
    case (cs)
        3'd1 : csel2 <= 3 ;
        3'd2 : csel2 <= 5 ;
        3'd3 : csel2 <= 4 ;
        3'd4 : csel2 <= 5 ;
        default : csel2 <= 0 ;
    endcase
end
always @(posedge clk or posedge reset) begin
    if(reset)
        caddr_rd2 <= 0 ;
    else if (cs==3)
        caddr_rd2 <= caddr_rd2 + 1 ;
    else 
        caddr_rd2 <= caddr_rd2 ;
end
always @(posedge clk or posedge reset) begin
    if(reset)
        caddr_wr2 <= 0 ;
    else if (caddr_wr2_en) 
        caddr_wr2 <= caddr_wr2 + 1 ;
    else 
        caddr_wr2 <= caddr_wr2 ;
end
always @(posedge clk or posedge reset) begin
    if(reset)
        cdata_wr2 <= 0 ;
    else 
        cdata_wr2 <= cdata_rd ;
end
endmodule
[./config.mk]
export PLATFORM = sky130hd
export DESIGN_NAME = Layer2
export DESIGN_NICKNAME = Layer2
export VERILOG_FILES = /design/flow/design.v
export SDC_FILE = /design/flow/constraint.sdc
export NUM_CORES = 4
export LEC_CHECK = 1
export CORE_UTILIZATION = 30
[./run.sh]
#!/bin/bash
# OpenROAD 26Q1-2900-gdf79404cd8, Yosys 0.63+post, stock flow scripts
make -C /OpenROAD-flow-scripts/flow DESIGN_CONFIG=/design/flow/config.mk WORK_HOME=/design/flow/orfs finish
[./constraint.sdc]
current_design Layer2

set clk_period 3.7
set clk_io_pct 0.2

create_clock -name clk0 -period $clk_period [get_ports {clk}]

set non_clock_inputs [all_inputs -no_clocks]
set_input_delay [expr $clk_period * $clk_io_pct] -clock clk0 $non_clock_inputs
set_output_delay [expr $clk_period * $clk_io_pct] -clock clk0 [all_outputs]
==> changes_impl.md <==
### Metrics

- Status: completed
- Final Hold Fails: 0
- Post-synth cell types: 29
- DR WL/cell: 12.1 um
- Clk_skew: 0.00434 ns
- Logic area: 546 um^2
- CTS tree: done
- Ys flops: 47
- Total number of yosys warnings: 2
- Leakage power: 0.00116 uW
- CTS Sinks: 47
- H-tree Lvls: 2
- Startpoint class of the critical path: register
- Worst-path clk slew: 0.08 ns
- Top cells by area: dfrtp_1, xnor2_1, xor2_1
- Fill cells: 524
- PortBufs: 72
- Critical path capture point type: output pin
- Post-synth top cells: dfrtp_1, xnor2_1, nand2_1, nor2_1, xor2_1
- Initial antenna violation count: 0
- Maximum number of pins on one net before global-route repair: 29
- RSZ-0062 raised after global routing: no
- Max Buffers Root-to-Sink: 2
- CP Data Required Time: 2.96 ns
- Critical path peak fanout: 10
- DR iter-0 viols: 69
- Top-count cell post-synth: dfrtp_1
- Mean Syn Cell Area: 13.2 um^2
- PostCTS Resize Cnt: 0
- Slew Limit Fails: 0
- Final tally of setup violations: 0
- DRC violations left: 0
- F_max: 391 MHz
- HP Class: register to register
- CTS Buf Count: 5
- First-pass GRT wire length: 5620 um
- Synth area leader: dfrtp_1
- Share of layout cells above drive strength 1: 0.0667
- Worst vdd ir: 445 uV
- PD cells: 561 nW/um^2
- Post-DP HPWL: 2450 um
- Die Ht: 78.8 um
- GRT Total Usage: 0.117
- Setup bufs post-CTS: 0
- Die area: 6210 um^2
- Chip Area, Yosys: 1770 um^2
- Latency at later pin: 0.29 ns
- Slew Limit Headroom: 0.739
- Antenna viol nets, final: 0
- Row cnt: 27
- OpenROAD warning count: 25
- Worst R2R Setup Slack: 1.87 ns
- CTS root buffer: clkbuf_8
- Critical path arrival: 1.82 ns
- Worst-Margin Slew: 0.390 ns
- Mapped cell area: 1770 um^2
- Cycle use final: 0.692
- Init Core Util: 0.316
- Vias per cell: 4.39
- Antenna diodes: 0
- Fin Setup TNS: 0 ns
- Minimum clock period: 2.56 ns
- Sequential fraction of the synthesis area: 0.664
- Hold buffers post-CTS: 0
- Max Cap Viol: 0
- Final Core Density: 0.473
- Total power: 1490 uW
- Via Count: 1238
- Area Overhead vs Synth: 49.8%
- FF/Latch Area: 1180 um^2
- Post-synth EDFFs: 0
- Die X-Extent: 78.8 um
- # Cells Yosys: 134
- Vias in the first global route: 1127
- First-pass iteration count of the detailed router: 4
- Dominant register cell: dfrtp_1
- Mapped Cells: 134
- Gpl congestion: 0.787
- Core ar.: 5610 um^2
- Gr ovfl total: 0
- Synth async-reset ratio: 1.00
- Crit Path Class: register to output pin
- Synth top area share: 0.664
- Io pins: 73
- WL final: 3410 um
## cell families after synthesis
logic type | count (synthesis) | synth area share
adders and majority gates | 2 | 0.0141
muxes | 1 | 0.00636
AOI/OAI and AO/OA | 4 | 0.0148
xor gates and xnor gates | 24 | 0.123
buffers and inverters | 8 | 0.0276
DFF | 47 | 0.664
and+or+nand+nor | 48 | 0.150
## state kept, by name (all words and copies together), names as in the netlist
name,cells
cdata_wr2,20
caddr_rd2,12
caddr_wr2,12
cs,3
## worst max-delay path, cell delays in order, from the launching register on
cell             delay, ns
dfrtp_1               0.50
xnor2_2               0.22
nor2_1                0.29
clkdlybuf4s50_1       0.53
## power by group
group | internal [uW] | switching, uW
Combinational | 309 | 138
Clock | 171 | 161
Sequential | 598 | 109
Total | 1080 | 408
## metal layers
layer  vias to the layer above  global-route usage  wire length [um]  part of all wire
met5                         -                   0                 0                 0
met4                         0              0.0200                71             0.021
met3                         7              0.0198               183             0.054
met2                        38               0.183              1570              0.46
met1                       597               0.180              1580              0.46
li1                        596                   -                 -                 -
## cells in the final DEF, fill, tap and decap left out
master	n
nand3b_1	1
inv_2	1
xnor2_1	15
ha_1	2
nand2b_1	2
and4_1	1
dfrtp_1	47
o21ai_0	1
mux2_2	1
inv_1	2
nor4_4	1
nor4b_1	1
or2_2	1
clkbuf_8	7
xor2_1	8
o22ai_1	1
nand2_1	13
nand4_1	4
nand3_1	6
and3_1	3
clkbuf_1	1
buf_4	1
nor2_1	9
a211oi_1	1
and2_1	1
or4b_4	1
and3b_1	1
clkdlybuf4s50_1	72
o31ai_1	1
xnor2_2	1
nor3_1	3
## cell type report
class                   count  share of cell area
repair buffers             73               0.275
clock buffers               8              0.0378
multi-input cells          79               0.206
inverters                   3             0.00425
well taps                  72              0.0340
flip-flops and latches     47               0.444
## metrics by stage
stage / hold slack (ns) / cells / area (um^2) / setup slack (ns)
6_report: 0.473 / 282 / 2650 / 1.14
5_1_grt: 0.512 / 282 / 2650 / 1.01
4_1_cts: 0.478 / 282 / 2650 / 1.14
3_5_place_dp: 0.463 / 274 / 2550 / 1.49
3_3_place_gp: 0.459 / 274 / 2550 / 1.50
2_1_floorplan: 0.420 / 134 / 1770 / 1.84
## final timing paths
kind,from,cells after the start,to
setup reg to reg,cs[2]$_DFF_PP0_,4,caddr_wr2[11]$_DFFE_PP0N_
setup / recovery,cs[2]$_DFF_PP0_,3,cwr2
hold / removal,caddr_rd2[11]$_DFFE_PP0P_,1,caddr_rd2[11]$_DFFE_PP0P_
hold reg to reg,caddr_rd2[11]$_DFFE_PP0P_,1,caddr_rd2[11]$_DFFE_PP0P_
max in group asynchronous,reset,3,cdata_wr2[19]$_DFF_PP0_
min in group asynchronous,reset,2,caddr_rd2[11]$_DFFE_PP0P_
Power and IR drop assume default switching activity.
